==> flow/design.v <==
module register_stage #(parameter WIDTH=32) (input wire clk, input wire res_n,
                                   input wire[WIDTH-1:0] fill_in, input wire[WIDTH-1:0] fwd_in, output reg[WIDTH-1:0] data_out,
                                   input wire shift_in, input wire shift_out,
                                   input wire prev_filled, output reg filled
                                  );
	always @(posedge clk or negedge res_n)
	begin
		if (res_n == 1'b0)
		begin
			data_out <= {WIDTH{1'b0}};
			filled <= 1'b0;
		end
		else
		begin
			case({shift_in,shift_out})
				2'b00:  
				begin
					data_out <= data_out;
					filled <= filled;
				end
				2'b01:  
				begin
					data_out <= fwd_in;
					filled <= prev_filled;
				end
				2'b10:  
				begin
					data_out <= fill_in;
					filled <= 1'b1;
				end
				2'b11:
				begin
					data_out <= fill_in;
					filled <= 1'b1;
				end
			endcase
		end
	end
endmodule
`default_nettype none
module ser_64_16 #(parameter INWIDTH=64, parameter OUTWIDTH=16) (input wire clk, input wire res_n,
                                                                 input wire[INWIDTH-1:0] wdata, output wire[OUTWIDTH-1:0] rdata,
                                                                 input wire valid_in, output wire valid_out,
                                                                 output wire stop_out, input wire stop_in
                                                                );
parameter DEPTH = INWIDTH/OUTWIDTH;
wire[OUTWIDTH-1:0] data [DEPTH:0];
wire[DEPTH:0] filled;
assign valid_out=filled[DEPTH];
assign stop_out=stop_in?1'b1:filled[DEPTH-1];  
wire shift_out;
assign shift_out = !stop_in;
wire shift_in;
assign shift_in = !filled[DEPTH-1] && !stop_in && valid_in;
assign data[0] = {OUTWIDTH{1'b0}};  
assign rdata = data[DEPTH];
assign filled[0]       = 1'b0;
generate
	genvar i;
	for(i=0; i<DEPTH; i=i+1)
	begin : foobar
		register_stage #(.WIDTH(OUTWIDTH)) stage_I (.clk(clk), .res_n(res_n),
		                                         .fill_in(wdata[OUTWIDTH*(i+1)-1:OUTWIDTH*i]), .fwd_in(data[i]), .data_out(data[i+1]),
		                                         .shift_in(shift_in), .shift_out(shift_out),
		                                         .prev_filled(filled[i]), .filled(filled[i+1])
		                                        );
	end
endgenerate
endmodule
==> flow/run.sh <==
#!/bin/bash
# OpenROAD 26Q1-2900-gdf79404cd8, Yosys 0.63+post, stock flow scripts
make -C /OpenROAD-flow-scripts/flow DESIGN_CONFIG=/design/flow/config.mk WORK_HOME=/design/flow/orfs finish
==> flow/config.mk <==
export PLATFORM = sky130hd
export DESIGN_NAME = ser_64_16
export DESIGN_NICKNAME = ser_64_16
export VERILOG_FILES = /design/flow/design.v
export SDC_FILE = /design/flow/constraint.sdc
export NUM_CORES = 4
export LEC_CHECK = 1
export CORE_UTILIZATION = 40
==> flow/constraint.sdc <==
current_design ser_64_16

set clk_period 8.5
set clk_io_pct 0.2

create_clock -name clk0 -period $clk_period [get_ports {clk}]

set non_clock_inputs [all_inputs -no_clocks]
set_input_delay [expr $clk_period * $clk_io_pct] -clock clk0 $non_clock_inputs
set_output_delay [expr $clk_period * $clk_io_pct] -clock clk0 [all_outputs]
==> tab_implementation.tex <==
% Auto-generated results table
\begin{tabular}{lr}
\hline
Metric & Value \\
\hline
\multicolumn{2}{l}{\textbf{Yosys}} \\
Synth Cell Area & 0.003892 mm2 \\
Dominant cell by count in the synthesized netlist & dfrtp\_1 \\
Number of warnings issued by yosys & 2 \\
Post-synthesis area per instance & 10.84 um2 \\
Count of state elements after synthesis & between 60 and 70 \\
Post-Synthesis Cells & roughly 360 \\
Leading post-synthesis cells by cell area & dfrtp\_1 44\%, nand4bb\_1 14\%, o311ai\_2 6.7\% \\
Chip area estimate from yosys synthesis & 0.003892 mm2 \\
Ys flop type & dfrtp\_1 \\
Ys async rst share & 100.0\% \\
EDFF count, synth & 0 \\
Ys cells & 359 \\
Cell type contributing the most total cell area after synthesis & dfrtp\_1 \\
Portion of synthesized cell area occupied by the leading cell type & 43.72\% \\
Cell types with the highest counts after synthesis & 68 x dfrtp\_1, 66 x nand2\_1, 48 x inv\_1, 48 x nand4bb\_1, 18 x o21ai\_2 \\
Distinct cells, synth & 24 \\
Register share after synthesis & 43.72\% \\
\multicolumn{2}{l}{\textbf{Clocking}} \\
Clk\_lat worst skew & 330 ps \\
CTS tree & yes \\
Clk buf depth & 2 \\
Number of buffers added by the clock tree synthesis step & 9 \\
Number of sinks handled by clock tree synthesis & a little under 70 \\
Count of hold-fix buffers inserted at cts & 0 \\
Post-CTS setup buffers & 0 \\
Cell at the root of the clock tree & clkbuf\_8 \\
Number of resized instances in the post-cts repair step & 0 \\
Clock Pin Slew Worst Setup and Hold Paths & 70 ps \\
Total number of H-tree levels & 3 \\
\multicolumn{2}{l}{\textbf{Setup path}} \\
Kind of critical path & input port to primary output \\
Required time at the endpoint of the critical path & 6800 ps \\
CP cell instances & buf\_6 -> or2\_2 -> clkdlybuf4s50\_1 \\
Destination of the worst register-to-register timing path & foobar[2].stage\_I.data\_out[8] \\
Type of element capturing the critical path & primary output \\
Worst reg-to-reg path cell count & 4 \\
Data arrival time of the critical path & 2930 ps \\
Reg-to-Reg Start & foobar[2].stage\_I.filled \\
Crit path launch type & input port \\
Crit-path slowest cell & buf\_6 \\
CP Max Fanout & 111 \\
Largest stage delay, worst path & 510 ps \\
Register-to-register setup slack & 6360 ps \\
\multicolumn{2}{l}{\textbf{Global routing}} \\
First-pass GRT wire length & 13.79 mm \\
Pin count of the biggest net entering global routing & 112 \\
Aggregate global-route resource usage & 17.75\% \\
Number of antenna violations at the first check in global routing & 0 \\
Number of global-route vias before repair & 2684 \\
Remaining Overflow, GRT & 0 \\
\multicolumn{2}{l}{\textbf{Floorplanning}} \\
Die area & slightly above 0.01 mm2 \\
Die height & 100.6 um \\
FP Core Util & 41.73\% \\
Core area & just over 0.009 mm2 \\
Count of pins on the block boundary & 86 \\
Number of core rows & 35 \\
Die W & 100.6 um \\
\multicolumn{2}{l}{\textbf{Drt}} \\
Length of routed wiring on met1 & 4.241 mm \\
Total antenna diodes in the routed design & 0 \\
DRT Pass-1 Iters & 4 \\
DRT iter0 DRCs & 148 \\
DRC violation count after routing & 0 \\
Wire length on met3 & 396 um \\
Met2 wire length & 3.452 mm \\
Detailed-route wire length & a little over 8 mm \\
Per-cell via count in the routed design & 4.962 \\
Routed WL per cell & 14.73 um \\
Highest layer used for signal routing & met4 \\
Count of antenna-violating nets left after detailed routing & 0 \\
Routed via count & 2764 \\
\multicolumn{2}{l}{\textbf{Hold path}} \\
Instance count along the most critical hold path & 2 \\
Launch point of the worst hold path & foobar[0].stage\_I.data\_out[2] \\
Worst hold path class & flop to flop \\
Endpoint, Worst Hold & foobar[0].stage\_I.data\_out[2] \\
\multicolumn{2}{l}{\textbf{Final timing}} \\
Time the worst path needs with I/O delays and setup & around 4600 ps \\
Post-Route Skew & 7.363 ps \\
Setup total negative slack & 0 ps \\
Least-Margin Pin Slew & just under 800 ps \\
Maximum operating frequency & 0.2161 GHz \\
Slew HR & 48.39\% \\
Setup-failing EPs final & 0 \\
Number of failing hold endpoints at the final stage & 0 \\
Setup repair after global routing missed its margin & false \\
Final period util & 54.43\% \\
Fin. max-slew vios & 0 \\
\multicolumn{2}{l}{\textbf{Placement}} \\
Count of buffers from port buffering & 85 \\
Routability-driven placement congestion ratio & about 0.72 \\
Detailed placement HPWL & 5.045 mm \\
Placement-stage cell area & 0.004684 mm2 \\
\multicolumn{2}{l}{\textbf{Power and ir drop}} \\
IR drop worst, VDD & 0.08773 mV \\
Total chip power & 0.8494 mW \\
Power Density & 175.0 mW/mm2 \\
Leak pwr & between 1.5 and 2 nW \\
\multicolumn{2}{l}{\textbf{Job}} \\
Max-cap violation count & 0 \\
Number of warnings the tools reported & 27 \\
\multicolumn{2}{l}{\textbf{Layout}} \\
Filler Cell Count & 839 \\
Area of combinational cells with multiple inputs & $\sim$0.0018 mm2 \\
P\&R area growth vs syn & 24.69\% \\
Fin area & 0.004853 mm2 \\
Fraction of layout instances using a drive strength above 1 & 14.95\% \\
FF+latch area & 0.001702 mm2 \\
\multicolumn{2}{l}{\textbf{Run status}} \\
Outcome & completed \\
\hline
\end{tabular}
flip-flops by register name, summed over array words and instances, names as in the netlist:
name and flops:
foobar.stage_I.filled 4, foobar.stage_I.data_out 64
layout make-up:
class	count	area share [%]
clock buffer	13	3.274
tap	129	3.326
clock inverter	2	0.2062
multi-input combinational	206	36.09
timing repair buffer	91	18.33
inverter	48	3.712
sequential	68	35.06
worst max path at each step:
stage     slack [ps]  startpoint        to
4_1_cts         3880     stop_in  stop_out
5_1_grt         3770     stop_in  stop_out
6_report        3870     stop_in  stop_out
cell families (layout without fill, tap and decap cells):
family	count (synthesis)	in the layout	synth area share, %
AND-OR/OR-AND	68	68	20.89
buffers and inverters	85	154	11.41
AND/OR/NAND/NOR	138	138	23.98
flip-flops	68	68	43.72
stage by stage:
stage | hold slack [ps] | setup WS (ps) | util (%) | cells
detailed placement | 470.6 | 3881 | 50.22 | 542
global placement | 464.9 | 3896 | 50.22 | 542
CTS | 489.3 | 3880 | 52.03 | 557
floorplan | 431.1 | 4623 | - | 359
global route | 504.3 | 3773 | 52.03 | 557
finish | 485.2 | 3873 | 52.03 | 557
routing by layer:
metal / track usage (%) / up-vias
met4: 2.230 / 0
met3: 2.398 / 8
met2: 23.97 / 77
met1: 31.86 / 1277
li1: - / 1402
met5: 0 / -
cell usage in the layout (no fill, tap or decap):
cell type	n
clkinv_2	2
buf_4	7
o311ai_0	14
buf_2	1
dfrtp_1	68
nor2b_1	2
nor2_1	3
o311ai_4	6
nand2b_1	17
o311ai_2	16
o311ai_1	12
clkbuf_1	2
nor2b_4	1
clkbuf_8	11
inv_1	48
nand2_1	66
clkdlybuf4s50_1	82
nand4bb_1	48
a21oi_1	2
or2_2	1
buf_6	1
o21ai_2	18
report_power, final:
group / internal [mW] / switching [mW] / total (mW) / leakage, nW
clock network: 0.120 / 0.115 / 0.234 / 0.0893
registers: 0.371 / 0.0241 / 0.395 / 0.899
logic: 0.124 / 0.0958 / 0.220 / 0.880
total: 0.615 / 0.235 / 0.849 / 1.87
critical path: cells and delay by family:
| family | cells | cell delay, ps |
|---|---|---|
| buffers and inverters | 2 | 960 |
| AND/OR/NAND/NOR | 1 | 240 |
No activity file was given, so power comes from the tool's default toggle rates.
