$ cat flow/config.mk
export PLATFORM = sky130hd
export DESIGN_NAME = ram
export DESIGN_NICKNAME = ram
export VERILOG_FILES = /design/flow/design.v
export SDC_FILE = /design/flow/constraint.sdc
export NUM_CORES = 4
export LEC_CHECK = 1
export CORE_UTILIZATION = 30
$ cat flow/constraint.sdc
current_design ram

set clk_period 9.6
set clk_io_pct 0.2

create_clock -name clk0 -period $clk_period [get_ports {clk}]

set non_clock_inputs [all_inputs -no_clocks]
set_input_delay [expr $clk_period * $clk_io_pct] -clock clk0 $non_clock_inputs
set_output_delay [expr $clk_period * $clk_io_pct] -clock clk0 [all_outputs]
$ cat flow/design.v
module ram #(parameter SIZE=16, parameter WIDTH=16) (input wire clk,
                                                     input wire cs_a, input wire we_a,
                                                     input tri[log2(SIZE)-1:0] addr_a,
                                                     inout wire[WIDTH-1:0] data_a,
                                                     input wire cs_b, input wire we_b,
                                                     input wire[log2(SIZE)-1:0] addr_b,
                                                     inout tri[WIDTH-1:0] data_b
                                                    );
function integer log2;
  input integer value;
  begin
    value = value-1;
    for (log2=0; value>0; log2=log2+1)
      value = value>>1;
  end
endfunction
reg [WIDTH-1:0] mem [SIZE-1:0];
reg [WIDTH-1:0] data_out_a;
reg [WIDTH-1:0] data_out_b;
assign data_a = (cs_a && !we_a) ? data_out_a : {WIDTH{1'bz}};
assign data_b = (cs_b && !we_b) ? mem[addr_b] : {WIDTH{1'bz}};
always @(posedge clk)
begin
	if(cs_a)
	begin: OPERATION_A
		if(we_a)
		begin: WRITE_A
			mem[addr_a] <= data_a;
			data_out_a  <= {WIDTH{1'b0}};
		end
		else
		begin: READ_A
			data_out_a <= mem[addr_a];
		end
	end
	else
	begin: NOP_A
		data_out_a <= {WIDTH{1'b0}};
	end
	if(cs_b)
	begin: OPERATION_B
		if(we_b)
		begin: WRITE_B
			mem[addr_b] <= data_b;
			data_out_b  <= {WIDTH{1'b0}};
		end
		else
		begin: READ_B
			data_out_b <= mem[addr_b];
		end
	end
	else
	begin: NOP_B
		data_out_b <= {WIDTH{1'b0}};
	end
end
endmodule
$ cat flow/run.sh
#!/bin/bash
# OpenROAD 26Q1-2900-gdf79404cd8, Yosys 0.63+post, stock flow scripts
make -C /OpenROAD-flow-scripts/flow DESIGN_CONFIG=/design/flow/config.mk WORK_HOME=/design/flow/orfs finish
==> README.md <==
| Result | Reported | Unit |
|---|---|---|
| Outcome | did not finish | - |
| Stopping stage | 4_1_cts | - |
| Error text reported by the tool | [error] [KeplerFormal.cpp:679] Workflow failed: Iso has multiple drivers: .data_a0, data_a[0]$_SDFF_PP0_.Q0 | - |
| Number of synthesized register bits | 272 | - |
| Post-synth EDFFs | 256 | - |
| Share of flip-flops with an asynchronous set or reset after synthesis | 0 | % |
| Cell count after placement | 1596 | - |
| Synthesized netlist cell count | 946 | - |
| Overall die width | 230 | um |
| Clock root cell | clkbuf_16 | - |
| Placed cell area | 16600 | sq um |
| Longest Clk Path Bufs | 3 | - |
| Post-synthesis average cell area | 16.6 | sq um |
| H-tree depth | 1 | - |
| Cell area after synthesis | 15700 | sq um |
| Unique masters post-synth | 36 | - |
| Post-CTS setup buffer count | 0 | - |
| # clock sinks | 272 | - |
| Floorplan core density | 30.5 | % |
| Vertical die dimension | 230 | um |
| Number of cell instances after yosys synthesis | 946 | - |
| PostCTS Resize Cnt | 0 | - |
| Number of placement rows | 83 | - |
| Fraction of the yosys area taken by sequential cells | 51.1 | % |
| Post-CTS Hold Buffers | 0 | - |
| Top FF cell, synth | edfxtp_1 | - |
| Total CTS buffers | 29 | - |
| Post-synth area from yosys stat | 15700 | sq um |
| Final HPWL from detailed placement | 27700 | um |
| Warnings, synthesis | 3 | - |
| Top-Level Pins | 45 | - |
| Placer Congestion | 0.912 | - |
| Port-buffer cells | 12 | - |
| Post-Place Setup Slack | 3210 | ps |
Yosys cell counts, drive strengths merged (2+ instances only):
cell type | count | area [sq um]
a22o | 16 | 140
a22oi | 48 | 360
buf | 53 | 352
clkbuf | 34 | 128
dfxtp | 16 | 320
edfxtp | 256 | 7690
mux2 | 288 | 3240
mux2i | 32 | 320
mux4 | 96 | 2380
nand2 | 24 | 100
nand2b | 5 | 31.3
nand4 | 2 | 27.5
nand4b | 4 | 65.1
nor2 | 11 | 63.8
nor2b | 3 | 18.8
nor3 | 3 | 48.8
o21ai | 4 | 20.0
o21bai | 3 | 22.5
o22ai | 25 | 156
o31ai | 16 | 120
logic make-up after synthesis:
logic type             share of synthesized area [%]
flip-flops                                      51.1
multiplexers                                    37.9
AND/OR/NAND/NOR                                 2.65
buffers and inverters                           3.06
AND-OR/OR-AND                                   5.23
